[design/flow/run.sh]
#!/bin/bash
# OpenROAD 26Q1-2900-gdf79404cd8, Yosys 0.63+post, stock flow scripts
make -C /OpenROAD-flow-scripts/flow DESIGN_CONFIG=/design/flow/config.mk WORK_HOME=/design/flow/orfs finish
[design/flow/config.mk]
export PLATFORM = sky130hd
export DESIGN_NAME = uart
export DESIGN_NICKNAME = uart
export VERILOG_FILES = /design/flow/design.v
export SDC_FILE = /design/flow/constraint.sdc
export NUM_CORES = 4
export LEC_CHECK = 1
export CORE_UTILIZATION = 50
[design/flow/constraint.sdc]
current_design uart

set clk_period 5.3
set clk_io_pct 0.2

create_clock -name clk0 -period $clk_period [get_ports {clk}]

set non_clock_inputs [all_inputs -no_clocks]
set_input_delay [expr $clk_period * $clk_io_pct] -clock clk0 $non_clock_inputs
set_output_delay [expr $clk_period * $clk_io_pct] -clock clk0 [all_outputs]
[design/flow/design.v]
`default_nettype none
module uart #(
    parameter DELAY_FRAMES = 234   
) (
    input clk,
    input uart_rx,
    output uart_tx,
    output reg [5:0] led,
    input btn1
);
  localparam HALF_DELAY_WAIT = (DELAY_FRAMES / 2);
  localparam RX_STATE_IDLE = 0;
  localparam RX_STATE_START_BIT = 1;
  localparam RX_STATE_READ_WAIT = 2;
  localparam RX_STATE_READ = 3;
  localparam RX_STATE_STOP_BIT = 4;
  reg [3:0] rx_state = 0;   
  reg [12:0] rx_counter = 0;   
  reg [2:0] rx_bit_number = 0;   
  reg [7:0] data_in = 0;   
  reg byte_ready = 0;   
  always @(posedge clk) begin
    case (rx_state)   
      RX_STATE_IDLE: begin
        if (uart_rx == 0) begin
          rx_state <= RX_STATE_START_BIT;   
          rx_counter <= 1;   
          rx_bit_number <= 0;   
          byte_ready <= 0;   
        end
      end
      RX_STATE_START_BIT: begin
        if (rx_counter == HALF_DELAY_WAIT) begin
          rx_state   <= RX_STATE_READ_WAIT;
          rx_counter <= 1;
        end else rx_counter <= rx_counter + 1;
      end
      RX_STATE_READ_WAIT: begin
        rx_counter <= rx_counter + 1;
        if ((rx_counter + 1) == DELAY_FRAMES) begin
          rx_state <= RX_STATE_READ;
        end
      end
      RX_STATE_READ: begin
        rx_counter <= 1;
        data_in <= {uart_rx, data_in[7:1]};
        rx_bit_number <= rx_bit_number + 1;
        if (rx_bit_number == 3'b111) rx_state <= RX_STATE_STOP_BIT;
        else rx_state <= RX_STATE_READ_WAIT;
      end
      RX_STATE_STOP_BIT: begin
        rx_counter <= rx_counter + 1;
        if ((rx_counter + 1) == DELAY_FRAMES) begin
          rx_state   <= RX_STATE_IDLE;
          rx_counter <= 0;
          byte_ready <= 1;
        end
      end
    endcase
  end
  always @(posedge clk) begin
    if (byte_ready) begin
      led <= ~data_in[5:0];
    end
  end
  reg [3:0] tx_state = 0;
  reg [24:0] tx_counter = 0;   
  reg [7:0] data_out = 0;
  reg tx_pin_register = 1;
  reg [2:0] tx_memory_loc = 0;
  reg [3:0] tx_byte_counter = 0;
  assign uart_tx = tx_pin_register;
  localparam MEMORY_LENGTH = 12;
  reg [7:0] test_memory[MEMORY_LENGTH-1:0];
  initial begin
    test_memory[0]  = "H";
    test_memory[1]  = "e";
    test_memory[2]  = "l";
    test_memory[3]  = "l";
    test_memory[4]  = "o";
    test_memory[5]  = " ";
    test_memory[6]  = "t";
    test_memory[7]  = "h";
    test_memory[8]  = "e";
    test_memory[9]  = "r";
    test_memory[10] = "e";
    test_memory[11] = "!";
  end
  localparam TX_STATE_IDLE = 0;
  localparam TX_STATE_START_BIT = 1;
  localparam TX_STATE_WRITE = 2;
  localparam TX_STATE_STOP_BIT = 3;
  localparam TX_STATE_DEBOUNCE = 4;
  always @(posedge clk) begin
    case (tx_state)
      TX_STATE_IDLE: begin
        if (btn1 == 0) begin
          tx_state <= TX_STATE_START_BIT;
          tx_counter <= 0;
          tx_byte_counter <= 0;
        end else tx_pin_register <= 1;
      end
      TX_STATE_START_BIT: begin
        tx_pin_register <= 0;
        if ((tx_counter + 1) == DELAY_FRAMES) begin
          tx_state <= TX_STATE_WRITE;
          data_out <= test_memory[tx_byte_counter];
          tx_memory_loc <= 0;
          tx_counter <= 0;
        end else tx_counter <= tx_counter + 1;
      end
      TX_STATE_WRITE: begin
        tx_pin_register <= data_out[tx_memory_loc];
        if ((tx_counter + 1) == DELAY_FRAMES) begin
          if (tx_memory_loc == 3'b111) begin
            tx_state <= TX_STATE_STOP_BIT;
          end else begin
            tx_state <= TX_STATE_WRITE;
            tx_memory_loc <= tx_memory_loc + 1;
          end
          tx_counter <= 0;
        end else tx_counter <= tx_counter + 1;
      end
      TX_STATE_STOP_BIT: begin
        tx_pin_register <= 1;
        if ((tx_counter + 1) == DELAY_FRAMES) begin
          if (tx_byte_counter == MEMORY_LENGTH - 1) begin
            tx_state <= TX_STATE_DEBOUNCE;
          end else begin
            tx_byte_counter <= tx_byte_counter + 1;
            tx_state <= TX_STATE_START_BIT;
          end
          tx_counter <= 0;
        end else tx_counter <= tx_counter + 1;
      end
      TX_STATE_DEBOUNCE: begin
        if (tx_counter == 5 * 270_000) begin
          if (btn1 == 1) tx_state <= TX_STATE_IDLE;
        end else tx_counter <= tx_counter + 1;
      end
    endcase
  end
endmodule
==> highlights.md <==
### Clock network
* **CTS H-tree lvls** 3
* **post-CTS resize count** 0
* **Clk Tree Root Cell** sky130_fd_sc_hd__clkbuf_8
* **CTS tree** yes
* **number of buffers added for setup after CTS** 0
* **clock-pin transition on the worst setup and hold timing paths** 0.09 ns
* **post-cts hold buffer count** 0
* **largest buffer count on any clock path** 2
* **Late-Pin Clk Latency** 0.35 ns
* **number of sinks driven by the clock tree** 77
* **Num CTS Buffers** 9

### Synthesis
* **Async SR Flop Fraction** 0%
* **area share of the largest cell type after synthesis** 50.1%
* **cell count listed in synth_stat.txt** 441
* **Avg Cell Area, Syn** 10.5 µm²
* **number of distinct library cell variants in the gate-level netlist after synthesis** 59
* **post-synthesis instance area** 4620 µm²
* **biggest area contributors in the synthesized netlist** sky130_fd_sc_hd__edfxtp_1, sky130_fd_sc_hd__xnor2_1, sky130_fd_sc_hd__nor2_1
* **predominant post-synthesis flop cell** sky130_fd_sc_hd__edfxtp_1
* **yosys stat chip area** 4620 µm²
* **synthesized instance count** 441
* **Seq cells post-synth** 77
* **synth warn** 1
* **number of synthesized flops with an enable pin** 77
* **sequential-to-total area share from yosys stat** 50.1%
* **post-synthesis cell type with the largest combined area** sky130_fd_sc_hd__edfxtp_1

### STA
* **Final Setup Violations** 0
* **crit share post-route** 70.7%
* **setup repair after global routing missed its margin** false
* **post-route setup TNS** 0 ns
* **Final WS setup** 1.55 ns
* **worst rel slew slack** 38.8%
* **Min Clock Period, post-route** 3.75 ns
* **number of max-slew violations in the final report** 0
* **Worst Clk Skew** 0.0109 ns
* **maximum clock rate** 0.267 GHz
* **number of endpoints with negative hold slack in the final report** 0
* **worst hold slack across all endpoints** 0.438 ns
* **slew of the pin with the lowest slew margin** 0.916 ns

### Floorplanning
* **Die Y** 98.1 µm
* **Chip Area** 9620 µm²
* **initial cell density of the core** 52.2%
* **number of placed I/O pins** 10
* **die width** 98.1 µm
* **Placement Rows** 34
* **floorplan core area** 8850 µm²

### Pwr
* **maximum vdd drop** 0.243 mV
* **clock share of power** 23.0%
* **register share of total power** 55.3%
* **combinational group share of total power** 21.7%
* **leakage dissipation** 0.00171 µW
* **net switching power** 595 µW
* **cell-internal power** 1180 µW
* **Pwr per Cell Area** 356 nW/µm²
* **fraction of power spent switching nets** 33.6%

### Placement
* **Worst Setup Slack post-DPL** 1.52 ns
* **cell area after placement** 4790 µm²
* **HPWL after detailed placement** 5790 µm
* **RD Place Congestion** 0.871
* **quantity of I/O buffers inserted on ports** 9

### Global routing
* **pin count of the biggest net entering global routing** 27
* **antenna violations before repair** 0
* **global routing usage summed across all routing layers** 19.4%
* **remaining global-route overflow** 0
* **global-route wire length before repair** 14200 µm
* **number of global-route vias before repair** 3050

### Setup path
* **Critical Path Fanout Max** 8
* **Crit path arrival time** 3.72 ns
* **type of element launching the critical path** flop
* **Setup crit end kind** flop
* **launching point of the worst reg2reg path** tx_counter[0]$_DFFE_PP_
* **worst-case reg-to-reg path depth** 8
* **path type of the worst setup path** flop to flop
* **slowest cell on the critical path** sky130_fd_sc_hd__nor3b_1
* **required time at the worst-slack endpoint** 5.27 ns
* **worst r2r dst** data_out[4]$_DFFE_PP_
* **crit-path leading delay family** simple AND/OR/NAND/NOR gates
* **peak per-stage delay on the critical path** 0.81 ns
* **buffers and inverters on the worst path** 0
* **reg2reg setup slack** 1.55 ns
* **cell breakdown of the critical path** ha_1, nand3_1, nor4_4, or3_2, a221oi_2, nand4_2, nor4_4, nor3b_1
* **most numerous cell on the critical path** sky130_fd_sc_hd__nor4_4

### Route
* **WL per Instance** 14.7 µm
* **initial detailed-routing violation count** 145
* **Initial DRT Pass Iterations** 4
* **DRC** 0
* **ANT nets after route** 0
* **sum of routed wire length over all layers** 8170 µm
* **Via Count** 3178
* **detail-routed via count per cell** 5.72
* **antenna cells** 0

### Finish
* **post-route cell area** 4970 µm²
* **share of the core filled with cells in the final layout** 56.2%
* **most numerous logic cells after layout** sky130_fd_sc_hd__edfxtp_1, sky130_fd_sc_hd__nor2_1, sky130_fd_sc_hd__xnor2_1, sky130_fd_sc_hd__nand2_1, sky130_fd_sc_hd__nand3_1
* **most common cell after layout, fill and taps aside** sky130_fd_sc_hd__edfxtp_1
* **area added between synthesis and finish** 7.67%
* **layout cells sized above 1** 8.04%

### Hold path
* **endpoint with the worst hold slack** data_in[6]$_DFFE_PP_
* **Worst Hold Path Cells** 0
* **hold path start** data_in[7]$_DFFE_PP_
* **Hold WC Path Type** flop to flop

### Flow run
* **number of warnings the tools reported** 34
* **number of max-cap violations** 0

### Run status
* **run status** complete, no violations

## metal layers
| metal | global-route usage [%] | share of wire (%) | routed length [µm] |
|---|---|---|---|
| met5 | 0 | 0 | 0 |
| met1 | 32.4 | 49 | 4010 |
| met2 | 29.3 | 46 | 3770 |
| met3 | 3.78 | 4.2 | 341 |
| met4 | 3.03 | 0.64 | 52 |
## sequential cells by signal, summed over array words and instances, names as in the netlist
signal	flops
byte_ready	1
data_in	8
data_out	7
led	6
rx_bit_number	3
rx_counter	13
rx_state	3
tx_byte_counter	4
tx_counter	25
tx_memory_loc	3
tx_pin_register	1
tx_state	3
## per-stage QoR
step / instances / power (µW)
final: 556 / 1770
after global placement: 540 / 1370
after floorplan: 441 / 1250
after global routing: 556 / 1890
after CTS: 556 / 1790
after detailed placement: 540 / 1380
## cell type report
class	instances	area (µm²)
clock buffers	9	124
clock inverters	7	56.3
fillers	762	3880
inverters	22	82.6
multi-input cells	321	2150
flip-flops and latches	77	2310
well taps	108	135
repair buffers	12	113
## worst max path at each step
stage	start	endpoint	slack [ns]	cells past startpoint
after global routing	tx_counter[0]$_DFFE_PP_	data_out[5]$_SDFFCE_PP1P_	1.10	8
final	tx_counter[0]$_DFFE_PP_	data_out[4]$_DFFE_PP_	1.55	8
after CTS	tx_counter[0]$_DFFE_PP_	data_out[0]$_DFFE_PP_	1.49	8
## power groups by stage
| stage | Clock [µW] | Sequential [µW] | Combinational [µW] |
|---|---|---|---|
| after CTS | 424 | 980 | 387 |
| after global routing | 447 | 1000 | 439 |
| final | 408 | 979 | 385 |
## Yosys cell counts (3+ instances only)
| library cell | count |
|---|---|
| sky130_fd_sc_hd__and3_1 | 9 |
| sky130_fd_sc_hd__a31oi_1 | 5 |
| sky130_fd_sc_hd__xor2_1 | 13 |
| sky130_fd_sc_hd__nand4_1 | 10 |
| sky130_fd_sc_hd__o21ai_0 | 6 |
| sky130_fd_sc_hd__buf_2 | 4 |
| sky130_fd_sc_hd__inv_1 | 22 |
| sky130_fd_sc_hd__ha_1 | 16 |
| sky130_fd_sc_hd__nand2b_1 | 5 |
| sky130_fd_sc_hd__nor4_1 | 7 |
| sky130_fd_sc_hd__nor3_1 | 21 |
| sky130_fd_sc_hd__xnor2_1 | 28 |
| sky130_fd_sc_hd__or3_1 | 7 |
| sky130_fd_sc_hd__a21oi_1 | 14 |
| sky130_fd_sc_hd__nand2_1 | 24 |
| sky130_fd_sc_hd__a211oi_1 | 5 |
| sky130_fd_sc_hd__nand3b_1 | 3 |
| sky130_fd_sc_hd__edfxtp_1 | 77 |
| sky130_fd_sc_hd__and2_1 | 4 |
| sky130_fd_sc_hd__mux2i_1 | 3 |
| sky130_fd_sc_hd__nor3b_1 | 7 |
| sky130_fd_sc_hd__nor2_1 | 61 |
| sky130_fd_sc_hd__nor2b_1 | 8 |
| sky130_fd_sc_hd__nor4_4 | 4 |
| sky130_fd_sc_hd__nand3_1 | 23 |
| sky130_fd_sc_hd__clkbuf_1 | 14 |
## cell families (layout without fill, tap and decap cells)
| logic type | after synthesis | in the layout | synth area share (%) |
|---|---|---|---|
| AND-OR/OR-AND | 52 | 52 | 7.86 |
| adder cells (fa/ha/maj) | 16 | 16 | 4.34 |
| multiplexers | 4 | 4 | 1.14 |
| XOR/XNOR | 41 | 41 | 7.78 |
| flip-flops | 77 | 77 | 50.1 |
| buffers and inverters | 43 | 50 | 3.63 |
| AND/OR/NAND/NOR | 208 | 208 | 25.2 |
No activity file was given, so power comes from the tool's default toggle rates.
